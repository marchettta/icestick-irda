File: ./config.mk
export PLATFORM = sky130hd
export DESIGN_NAME = IrDA
export DESIGN_NICKNAME = IrDA
export VERILOG_FILES = /design/flow/design.v
export SDC_FILE = /design/flow/constraint.sdc
export NUM_CORES = 4
export LEC_CHECK = 1
export CORE_UTILIZATION = 40
File: ./constraint.sdc
current_design IrDA

set clk_period 6.4
set clk_io_pct 0.2

create_clock -name clk0 -period $clk_period [get_ports {clk}]

set non_clock_inputs [all_inputs -no_clocks]
set_input_delay [expr $clk_period * $clk_io_pct] -clock clk0 $non_clock_inputs
set_output_delay [expr $clk_period * $clk_io_pct] -clock clk0 [all_outputs]
File: ./design.v
module IrDA( clk, RXD, TXD, SD, led, ledGreen, rxd_p);
	input  wire clk;
	input  wire RXD;		 
	output wire TXD;		 
	output wire SD;			 
	output [3:0] led = 4'b0000;
	output ledGreen;		
	output  wire rxd_p;		 
	parameter AGG          = 3'b000;		 
	parameter PAUSE        = 3'b001;		 
	parameter SEND_DATA    = 3'b010;		 
	parameter SEND_0       = 3'b011;		 
	parameter SEND_1       = 3'b100;		 
	parameter IDLE         = 3'b101;		 
	parameter data         = 32'hFF00FB04;   
	reg [24:0] counter      = 0;   
	reg [24:0] counterTrans = 0;   
	reg active = 0;		           
	reg [2:0] status = 0;		   
	reg [6:0] bitnum = 0;			   
	assign SD  = 1'b0;	   
	assign rxd_p = RXD;    
	always @ ( posedge clk )
	begin
		if (active == 1)
		begin
			counter = counter + 1;
			if (counter < 25 ) TXD <= 1'b1;              
			else if ( counter <  316 ) TXD <= 1'b0;
			else if ( counter == 316 ) counter = 0;
		end
	end
	always @( posedge clk ) 
	begin
		case (status)
		IDLE:
			begin
				active = 0;
				bitnum=0;
				counterTrans = 0;
			end
		AGG:
			begin
				counterTrans = counterTrans + 1;
				if   (counterTrans <  108000) active = 1;    
				else
					begin
						active = 0;    
						counterTrans = 0;
						status <= PAUSE;
					end
			end
		PAUSE:
			begin
				counterTrans = counterTrans + 1;
				if   (counterTrans <  54000) active = 0;    
				else
					begin
						active = 0;    
						counterTrans = 0;
						status <= SEND_DATA;
					end
			end
		SEND_DATA:
			begin
				if (bitnum > 32)        
					begin 
						bitnum=0;
						status <= IDLE;
					end
				else if (data[bitnum] == 1) status <= SEND_1;
				else                        status <= SEND_0;			
			end 
		SEND_0:
			begin
				counterTrans = counterTrans + 1;
				if      (counterTrans <  6750  ) active = 1;	 
				else if (counterTrans <  13500 ) active = 0;	 
				else
					begin
						active = 0;   				 
						counterTrans = 0;			 
						bitnum = bitnum + 1;
						status <= SEND_DATA;
					end
			end
		SEND_1:
			begin
				counterTrans = counterTrans + 1;
				if      (counterTrans <  6750  ) active = 1;	 
				else if (counterTrans <  27000 ) active = 0;     
				else
					begin
						active = 0;   			 
						counterTrans = 0;
						bitnum = bitnum + 1;
						status <= SEND_DATA;
					end
			end
		endcase
	end
endmodule
File: ./run.sh
#!/bin/bash
# OpenROAD 26Q1-2900-gdf79404cd8, Yosys 0.63+post, stock flow scripts
make -C /OpenROAD-flow-scripts/flow DESIGN_CONFIG=/design/flow/config.mk WORK_HOME=/design/flow/orfs finish
==> reports/metrics.yaml <==
clock_tree:
  clk-insertion-delay-late_ps: 330
  worst_setup_hold_path_clk_slew_ps: 60
  cts_num_sinks: 62
  cts_hold_buffers: 0
  num_cts_buffers: 9
  ctsHtreeMaxLevel: 3
  post_cts_resize_count: 0
  cts_post_setup_buffers_inserted: 0
  cts_buffer_depth: 2
  tritoncts_clock_tree: "done"
  cts_root_buf: "sky130_fd_sc_hd__clkbuf_16"
global_route:
  grt_max_degree: 26
  global_route.overflow_total: 0
  first_global_vias: 3086
  first_pass_grt_wire_length_mm: 14.80
  global_route.usage.total: 0.1632
  antenna_found_initial: 0
floorplan:
  chipArea_um2: 11760
  io_pins: 10
  floorplan.initialDensity: 0.4145
  chipHeight_um: 108.5
  fp.coreArea_um2: 10940
  core.rowCount: 38
  die_x_um: 108.5
pwr:
  cellInternalPower_mw: 1.259
  clock_power_share: 0.207
  vdd.ir_drop.worst_uv: 196.9
  sw_frac_of_total: 0.4183
  p_leak_nw: 1.604
  switchingPower_uw: 905.2
  power_density_nw_per_um2: 445.1
  seq_power_share: 0.448
  power.combinational.fraction: 0.345
place:
  gp_routability_congestion: 0.8265
  place_area_um2: 4587
  dp_hpwl_mm: 6.069
  io_buffer_count: 1
  detailedPlace.worstSlack_ps: 2491
  placed_cells_incl_taps: 591
worst_hold_path:
  min-delay-path-class: "flop to flop"
final_timing:
  slew-limit-headroom: 0.4334
  layout_min_cycle_time_ps: 3969
  fmaxAchievable_ghz: 0.2520
  worst_slack_ps: 2431
  report.final.hold_viol_count: 0
  finalClockPeriodUsage: 0.6202
  final-max-slew-violation-count: 0
  accumulated_negative_setup_slack_ps: 0
  setup_repair_after_global_routing_missed_its_margin: "false"
  fin_skew_ps: 9.542
  final_setup_violation_count: 0
  max_slew.worst_pin.slew_ps: 847.1
final_layout:
  final_core_util: 0.4446
  post_route_cells_drive_above_1_share: 0.09422
  final_layout_top_logic_cells: "62 x sky130_fd_sc_hd__edfxtp_1, 34 x sky130_fd_sc_hd__nand2_1, 33 x sky130_fd_sc_hd__nor2_1"
  area_growth_syn_to_layout_pct: 7.259
  post-route-cell-area_um2: 4862
  post_layout_nonfiller_instances: 607
  mostFrequentLayoutCell: "sky130_fd_sc_hd__edfxtp_1"
flow_run:
  warning_count: 28
  drv_cap: 0
worst_setup_path:
  worst-setup-path-type: "flop to flop"
  critPathLaunchType: "flop"
  critical_path_cell_sequence: "ha_1 > and3_1 > nand4_1 > xor2_1 > or4b_1 > a41oi_1 > o221ai_2 > nor3_4 > nor3_1"
  worst_setup_path_end_kind: "flop"
  timing.critical_path.arrival_ps: 4010
  required_time_of_the_worst_setup_path_ps: 6440
  regToRegSetupSlack_ps: 2430
  crit_path_max_incr_delay_ps: 680
  worst-path-max-fanout: 17
  cp_slowest_cell: "sky130_fd_sc_hd__nor3_4"
synth:
  ys_types: 75
  numSynthFlops: 62
  ys_dominant_reg_cell: "sky130_fd_sc_hd__edfxtp_1"
  synth-seq-area-share: 0.4107
  synth.yosys.num_cells: 472
  postSynthAreaPerCell_um2: 9.604
  edf_count: 62
  yosys_stat_chip_area_um2: 4533
  ys_async_sr_fraction: 0
  total_standard_cell_area_after_synthesis_um2: 4533
  synthesis.instances: 472
  synth-warning-count: 4
route:
  firstDrtPassIters: 6
  wl_mm: 8.758
  num_vias: 3481
  routed_wire_length_per_instance_um: 14.43
  drt-initial-drc-count: 294
  antenna-diode-count: 0
  detail_route.drc_violations: 0
  avgViaCountPerCell: 5.735
  drt_antenna_net_count: 0
status:
  outcome: "completed"
[path summary, 6_finish.rpt]
check,startpoint,cells past startpoint,end
worst max-delay path,counterTrans[0],9,counterTrans[2]
worst min-delay path,counter[21],1,counter[21]
worst max register to register,counterTrans[0],9,counterTrans[2]
worst min register to register,counter[21],1,counter[21]
[stage by stage]
stage               power, mW  hold WS (ps)
floorplan               1.560         573.7
global placement        1.703         604.0
detailed placement      1.710         608.2
finish                  2.164         622.5
CTS                     2.172         629.0
global route            2.323         653.3
[worst max-delay path: cells and delay by family (launching register included)]
kind | cells | cell delay, ps
simple gates | 5 | 1950
xor+xnor | 1 | 230
fa+ha+maj | 1 | 430
flops | 1 | 530
compound gates | 2 | 540
[Yosys cell counts (all sizes together), types with 2 or more instances]
cell type,instances,share of area
buf,23,0.034
ha,6,0.017
xor2,18,0.035
nor2,33,0.027
nand4,18,0.026
a311oi,2,0.0039
nor3,31,0.044
nor3b,3,0.0050
nand2,34,0.028
a211o,3,0.0061
and2,6,0.0083
nor2b,8,0.011
a21o,6,0.0099
nor4,6,0.011
a22oi,3,0.0050
or3,8,0.012
a31oi,4,0.0055
a22o,3,0.0058
o21ai,15,0.017
nand3b,6,0.0099
o2111a,2,0.0050
mux2i,5,0.011
nand2b,6,0.0083
clkbuf,15,0.012
nand3,25,0.029
inv,15,0.012
o221ai,4,0.0091
and4b,3,0.0072
or4b,2,0.0044
a21oi,14,0.015
nand4b,4,0.0077
edfxtp,62,0.41
or2,3,0.0041
xnor2,28,0.054
and3,9,0.012
o21ba,2,0.0044
a41oi,4,0.0077
a211oi,3,0.0050
o21bai,2,0.0033
and4,9,0.018
[power by group through the flow]
| stage | clock network (mW) | logic (mW) | registers (mW) |
|---|---|---|---|
| 6_report | 0.447 | 0.747 | 0.969 |
| 5_1_grt | 0.477 | 0.837 | 1.01 |
| 4_1_cts | 0.457 | 0.749 | 0.966 |
[sequential cells by signal (all words and copies together) (netlist names)]
signal and cells:
counterTrans 25, status 3, active 1, bitnum 7, counter 25, TXD 1
[cells by family after synthesis]
logic type | count (synthesis) | synth area share
xor gates and xnor gates | 46 | 0.08888
AOI/OAI and AO/OA | 83 | 0.1347
other | 1 | 0.0008272
and+or+nand+nor | 215 | 0.2763
DFF | 62 | 0.4107
muxes | 6 | 0.01352
adders and majority gates | 6 | 0.01656
buffers and inverters | 53 | 0.05851
[metal layers]
layer	GRT usage	share of wire	vias up
met2	0.2473	0.45	92
met5	0	0	-
met1	0.2613	0.49	1635
met4	0.02799	0.017	0
met3	0.02454	0.046	16
li1	-	-	1738
[final cells by class]
class	instances	area [um^2]
fill	1027	6073
clock inverter	7	50.05
clock buffer	9	225.2
inverter	15	56.30
multi-input combinational	370	2461
timing repair buffer	4	32.53
tap	140	175.2
sequential	62	1862
Power and IR drop assume default switching activity.
